## design/flow/design.v

```verilog
`timescale 1ns / 1ps
module D_E(
    input [31:0] Instr,
    input clk,
    input reset,
    input FlushE,
    input [31:0] RD1,
    input [31:0] RD2,
    input [31:0] Extend_out,
	 input [31:0] PC4_in_D_E,
    output reg [31:0] RD1_E,
    output reg [31:0] RD2_E,
    output reg [31:0] Instr_E,
	 output reg [31:0] Extend_out_E,
	 output reg [31:0] PC4_out_E
    );
	always @(posedge clk)begin
		if(reset)begin
			RD1_E = 0;
			RD2_E = 0;
			Instr_E = 0;
			Extend_out_E = 0;
			PC4_out_E = 0;
		end
		else if(FlushE)begin
			RD1_E = 0;
			RD2_E = 0;
			Instr_E = 0;
			Extend_out_E = 0;
			PC4_out_E = 0;
		end
		else begin
			RD1_E = RD1;
			RD2_E = RD2;
			Instr_E = Instr;
			Extend_out_E = Extend_out;
			PC4_out_E = PC4_in_D_E;
		end
	end
endmodule
```

## design/flow/run.sh

```bash
#!/bin/bash
# OpenROAD 26Q1-2900-gdf79404cd8, Yosys 0.63+post, stock flow scripts
make -C /OpenROAD-flow-scripts/flow DESIGN_CONFIG=/design/flow/config.mk WORK_HOME=/design/flow/orfs finish
```

## design/flow/config.mk

```make
export PLATFORM = sky130hd
export DESIGN_NAME = D_E
export DESIGN_NICKNAME = D_E
export VERILOG_FILES = /design/flow/design.v
export SDC_FILE = /design/flow/constraint.sdc
export NUM_CORES = 4
export LEC_CHECK = 1
export CORE_AREA = 10 10 192 192
export DIE_AREA = 0 0 202 202
```

## design/flow/constraint.sdc

```tcl
current_design D_E

set clk_period 1.0
set clk_io_pct 0.2

create_clock -name clk0 -period $clk_period [get_ports {clk}]

set non_clock_inputs [all_inputs -no_clocks]
set_input_delay [expr $clk_period * $clk_io_pct] -clock clk0 $non_clock_inputs
set_output_delay [expr $clk_period * $clk_io_pct] -clock clk0 [all_outputs]
```

==> qor.tcl <==
set qor(outcome) {complete, but fails checks}
set qor(failed_checks) {negative setup slack}
set qor(yosys.area_share.xor_xnor) 0
set qor(post-route-min-period_ns) 1.10
set qor(global_route.usage.met2) 0.144
set qor(clk_path_buf_depth) 2
set qor(final.period_utilization) 1.10
set qor(vias) 4000
set qor(synth_async_sr_flop_share) 0
set qor(timing.hold.worst_endpoint) {Instr_E[11]$_SDFF_PP0_}
set qor(gr-usage-met3) 0.0532
set qor(worst_slack_ns) -0.104
set qor(synthAoiAreaFrac) 0
set qor(route.antenna.diode_count) 0
set qor(place_hpwl_um) 15100
set qor(die_height_um) 202
set qor(initialDrtViolationCount) 79
set qor(maxSlewViolCount) 0
set qor(tightest_slew_ns) 0.310
set qor(most_common_cell) {dfxtp_1}
set qor(rsz_0062_raised_after_global_routing) {true}
set qor(synthesis.instances) 356
set qor(logic_family) {simple AND/OR/NAND/NOR gates}
set qor(cts_made_buffers) 17
set qor(yosys-top-cells-area) {dfxtp_1, nor3b_2, nor3b_1}
set qor(finalWirelength_um) 19100
set qor(cell_internal_power_w) 0.0114
set qor(finish.utilization) 0.280
set qor(post_drt_antenna_nets) 0
set qor(synth-area-yosys_um2) 5230
set qor(chip_width_um) 202
set qor(clock_pin_slew_of_the_registers_on_the_worst_case_setup_and_hold_paths_ns) 0.07
set qor(warnings) 27
set qor(power_frac_comb) 0.112
set qor(crit_arrival_ns) 0.90
set qor(crit_path_launch_type) {flop}
set qor(yosys_reg_bits) 160
set qor(worstHoldPathType) {primary input to flop}
set qor(worst-endpoint-required_ns) 0.80
set qor(enable_flop_cells) 0
set qor(synth.avg_cell_area_um2) 14.7
set qor(criticalPathCategory) {flop to output pin}
set qor(timing.setup.tns_ns) -6.10
set qor(groute.layer.met1.usage) 0.108
set qor(worst_setup_path_end_kind) {output pin}
set qor(numClockSinks) 160
set qor(synthMuxAreaShare) 0
set qor(power.share.sequential) 0.451
set qor(finalWeightedCongestion) 0.775
set qor(seq_area_frac_synth) 0.613
set qor(first_pass_iters) 4
set qor(setup_viol) 160
set qor(synth.lib_cells_used.distinct) 5
set qor(p_leak_nw) 3.78
set qor(ctsResizeCount) 583
set qor(share_clk_of_total_power) 0.436
set qor(power_switching_share) 0.235
set qor(ys_cells) 356
set qor(place.port_buffers) 322
set qor(cts_max_level) 4
set qor(ctsHoldBuffers) 0
set qor(placementRows) 66
set qor(grt_most_used_layer) {met2}
set qor(timing.max_cap.violations) 0
set qor(synth_adder_area_share) 0
set qor(overflow) 0
set qor(maxClockFrequency_mhz) 906
set qor(clock_root_buffer) {clkbuf_16}
set qor(nFillCells) 3426
set qor(dieArea_um2) 40800
set qor(drc) 0
set qor(drt-vias-per-instance) 3.44
set qor(cp_cell_sequence) {buf_2}
set qor(dp_worst_setup_slack_ns) -0.108
set qor(grt_antenna_before_repair) 2
set qor(tritoncts) {done}
set qor(finalHoldViolations) 0
set qor(yosysWarnings) 1
set qor(synth.top_cell.area_share) 0.613
set qor(critical_path.slowest_cell) {dfxtp_2}
set qor(pin_count_of_the_biggest_net_entering_global_routing) 25
set qor(synthToLayoutAreaGrowth_pct) 74.8
set qor(synth_simple_gate_area_share) 0.325
set qor(slew_headroom) 0.793
set qor(critical_path_buf_inv_count) 1
set qor(final_layout_size_suffix_gt1_frac) 0.537
set qor(p_switching_w) 0.00350
set qor(worstPathMaxFanout) 1
set qor(first_global_vias) 4299
set qor(common_cells) {dfxtp_1, nor3b_2, nor3b_1, buf_6, buf_2}
set qor(cellPowerDensity_nw_per_um2) 1630
set qor(cts_setup_buffers) 0
set qor(core-area_um2) 32600
set qor(cell_count_of_the_worst_hold_path) 2
set qor(detail_route.wl_per_cell_um) 16.4
set qor(wire_length_of_the_first_global_routing_pass_um) 27900
set qor(fp_util) 0.160
set qor(largest_area_cell) {dfxtp_1}
set qor(netlist_area_um2) 5230
set qor(synth-main-ff-cell) {dfxtp_1}
set qor(vdd_ir_drop_max_mv) 1.15
set qor(worstHoldStart) {FlushE}
set qor(critical_path.top_delay_family) {flip-flops}
set qor(cpPeakStageDelay_ns) 0.37
set qor(grtUsageTotal) 0.0907
set qor(num_io_pins) 323
## worst max-delay path by stage
stage,start,endpoint,depth (start not counted)
CTS,RD1_E[15]$_SDFF_PP0_,RD1_E[15],1
global route,RD1_E[15]$_SDFF_PP0_,RD1_E[15],1
finish,RD1_E[15]$_SDFF_PP0_,RD1_E[15],1
## per-layer routing
metal / vias up / wire length, um
li1: 1915 / -
met1: 1845 / 7710
met2: 220 / 8760
met3: 16 / 2430
met4: 4 / 191
met5: - / 26
## stage by stage
stage / total power [W] / hold WS (ns) / cells / cell area, um^2
floorplan: 0.00736 / 0.357 / 356 / 5230
global placement: 0.00877 / 0.642 / 1131 / 9200
detailed placement: 0.00877 / 0.644 / 1131 / 9200
CTS: 0.0152 / 0.149 / 1163 / 9090
global route: 0.0156 / 0.158 / 1163 / 9140
finish: 0.0149 / 0.173 / 1163 / 9140
## kinds of logic after synthesis
family                 Yosys count
DFF                            160
buffers and inverters           36
and+or+nand+nor                160
## state kept, by name, summed over array words and instances (netlist names)
signal / flops
Extend_out_E: 32
PC4_out_E: 32
Instr_E: 32
RD2_E: 32
RD1_E: 32
## cells in the final DEF, fill, tap and decap left out, types with 2 or more instances in the layout
cell	synthesis	routed
buf_6	23	16
dfxtp_1	160	114
clkbuf_16	0	17
inv_8	0	2
clkinv_2	0	2
clkbuf_8	0	2
buf_12	0	13
inv_6	0	6
buf_2	13	145
buf_4	0	34
dfxtp_2	0	46
clkinv_4	0	2
clkdlybuf4s50_1	0	160
nor3b_2	100	100
nor3b_1	60	60
## power groups by stage
stage	logic, W	registers (W)	clock network, W
CTS	0.00171	0.00671	0.00681
finish	0.00167	0.00671	0.00649
global route	0.00181	0.00673	0.00705
## cell type report
cell class              count  area [um^2]  area share
clock buffers              18          439      0.0480
well taps                 442          553      0.0605
multi-input cells         160         1700       0.186
repair buffers            369         3040       0.332
flip-flops and latches    160         3260       0.357
clock inverters            14          149      0.0163
Power is estimated from default activity; no workload was simulated.
